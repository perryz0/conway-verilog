--- flow/run.sh ---
#!/bin/bash
# OpenROAD 26Q1-2900-gdf79404cd8, Yosys 0.63+post, stock flow scripts
make -C /OpenROAD-flow-scripts/flow DESIGN_CONFIG=/design/flow/config.mk WORK_HOME=/design/flow/orfs finish
--- flow/config.mk ---
export PLATFORM = sky130hd
export DESIGN_NAME = invertHEX
export DESIGN_NICKNAME = invertHEX
export VERILOG_FILES = /design/flow/design.v
export SDC_FILE = /design/flow/constraint.sdc
export NUM_CORES = 4
export LEC_CHECK = 1
export CORE_AREA = 10 10 70 70
export DIE_AREA = 0 0 80 80
--- flow/constraint.sdc ---
current_design invertHEX

set clk_period 1.0
set clk_io_pct 0.2

create_clock -name clk0 -period $clk_period

set non_clock_inputs [all_inputs -no_clocks]
set_input_delay [expr $clk_period * $clk_io_pct] -clock clk0 $non_clock_inputs
set_output_delay [expr $clk_period * $clk_io_pct] -clock clk0 [all_outputs]
--- flow/design.v ---
module invertHEX (HEX0, HEX1, HEX2, HEX3, HEX4, HEX5, 
						iHEX0, iHEX1, iHEX2, iHEX3, iHEX4, iHEX5);
	output logic [6:0] HEX0, HEX1, HEX2, HEX3, HEX4, HEX5;
	input logic [6:0] iHEX0, iHEX1, iHEX2, iHEX3, iHEX4, iHEX5;
	assign HEX0 = ~iHEX0;
	assign HEX1 = ~iHEX1;
	assign HEX2 = ~iHEX2;
	assign HEX3 = ~iHEX3;
	assign HEX4 = ~iHEX4;
	assign HEX5 = ~iHEX5;
endmodule
==> reports/results.txt <==
Run status - completed
FF+latch count - 0
Worst hold margin - 613.3 ps
Crit path kind - primary input to output pin
Commonest cells post-synth - 42 x sky130_fd_sc_hd__inv_1
Count of warning messages emitted by the tools - 32
Setup Viol. Count Final - 0
Multi-input gate area - 0 sq um
Effective utilization at floorplan - 4.615%
Number of clock buffer instances in the layout - 0
Combined area of all synthesized cells - 157.7 sq um
Yosys stat cell total - 42
Die ar. - 0.006400 sq mm
Die span in x - 80 microns
Standard cell with the maximum stage delay on the critical path - sky130_fd_sc_hd__clkdlybuf4s50_1
Startpoint type of the worst setup path - primary input
Biggest cell delay along the critical path - 450 ps
Buffers inserted during post-CTS setup optimization - 0
Netlist cell types - 1
Pwr dens - 244.3 mW/mm^2
Vias per cell - 2.779
Cells along the critical path - clkdlybuf4s50_1 > inv_1 > buf_2
Global-route wire length before repair - 2490 microns
WL final - 1755 microns
Antenna violations before repair - 0
Final Max Tran Viols - 0
DR vias - 478
Final antenna-violating net count - 0
Unrepaired setup endpoints after global routing - false
Cell area after placement - 0.001056 sq mm
Maximum operating frequency - 1.018 GHz
Post-DP HPWL - 1740 microns
Worst Path Required - 800 ps
ANT cells - 0
Path category of the worst min-delay check - primary input to output pin
Largest net degree at the start of global routing - 2
IO Pins - 84
Count of multi-input gates - 0
Cell area after layout - 935.9 sq um
Final Hold Fails - 0
Warnings from Yosys - 0
Average detailed-routed wire length per instance - 10.20 microns
Hold buffer count at CTS - 0
Worst relative slew slack - 96.02%
Post-synthesis cell type with the largest combined area - sky130_fd_sc_hd__inv_1
Die y size - 80 microns
Global-route usage over all layers - 4.733%
Row count - 21
Number of DRC violations after detailed-routing iteration 0 - 1
Period utilisation layout - 98.21%
Remaining Overflow, GRT - 0
Minimum clock period after layout - 982.1 ps
Cell types occupying the most area after synthesis - sky130_fd_sc_hd__inv_1 100%
Drt pass-1 iters - 2
Synth top cell by count - sky130_fd_sc_hd__inv_1
Fraction of layout instances using a drive strength above 1 - 17.46%
Area delta synth->final - 493.7%
Storage element area - 0 sq um
Number of max-cap violations - 0
Buffers added on ports - 84
Yosys top cell area share - 100.0%
RD Place Congestion - 0.7191
Syn_area_per_cell - 3.754 sq um
Data arrival time at the worst-slack endpoint - 780 ps
Pin slew with the least headroom to its limit - 59.66 ps
Area of the core region - 0.003416 sq mm
Yosys-reported design area after synthesis - 157.7 sq um
Setup crit end kind - output pin
Leak Pwr - 0.7531 nW
Number of filler instances in the final layout - 387
Number of global-route vias before repair - 482
Worst IR Drop VDD - 0.06154 mV
Fraction of the yosys area taken by sequential cells - 0%
Cell count after synthesis - 42
DRC violations left - 0
Maximum fanout along the worst path - 1
[stage by stage]
step / std cells / setup slack, ps / utilization (%) / total power, mW / TNS [ps]
6_report: 172 / 17.89 / 27.40 / 0.2286 / 0
3_3_place_gp: 172 / -327.2 / 30.92 / 0.3492 / -12880
4_1_cts: 172 / 3.761 / 26.23 / 0.2475 / 0
2_1_floorplan: 42 / 586.8 / - / 0.01246 / 0
5_1_grt: 172 / 0.9407 / 27.40 / 0.2600 / 0
3_5_place_dp: 172 / -325.6 / 30.92 / 0.3506 / -12980
[path summary, 6_finish.rpt]
check | start | to | depth (start not counted)
setup / recovery | iHEX2[0] | HEX2[0] | 3
hold / removal | iHEX1[3] | HEX1[3] | 3
[layout by cell type (no fill, tap or decap), drive strengths merged]
master          n
dlygate4sd2    40
buf            22
dlymetal6s2s   16
clkdlybuf4s50   6
inv            42
[worst max-delay path, delay by kind of cell]
kind,cells,cell delay [ps]
buffers and inverters,3,580
[what timing repair did]
action,in CTS,in global routing
resized,106,16
endpoints found under the setup margin,42,16
cloned,0,0
[logic make-up after synthesis]
logic type	count (synthesis)	share of synthesized area [%]
buffers and inverters	42	100.0
[routing by layer]
layer	track usage [%]	wire length, microns	part of all wire, %	vias up
met4	0	0	0	0
met3	3.068	297	17	0
li1	-	-	-	252
met2	8.989	894	51	40
met1	4.351	562	32	186
met5	0	0	0	-
[power by group]
part / leakage, nW / switching [mW] / internal (mW)
clock network: 0 / 0 / 0
registers: 0 / 0 / 0
logic: 0.753 / 0.0490 / 0.180
[area by class of cell]
| cell class | instances | area (sq um) | area share, % |
|---|---|---|---|
| Inverter | 42 | 157.7 | 16.84 |
| Tap cell | 46 | 57.56 | 6.150 |
| Timing Repair Buffer | 84 | 720.7 | 77.01 |
Power and IR drop assume default switching activity.
