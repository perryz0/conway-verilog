<file path="./config.mk">
export PLATFORM = sky130hd
export DESIGN_NAME = displayseg7
export DESIGN_NICKNAME = displayseg7
export VERILOG_FILES = /design/flow/design.v
export SDC_FILE = /design/flow/constraint.sdc
export NUM_CORES = 4
export LEC_CHECK = 1
export CORE_AREA = 10 10 70 70
export DIE_AREA = 0 0 80 80
</file>
<file path="./constraint.sdc">
current_design displayseg7

set clk_period 1.6
set clk_io_pct 0.2

create_clock -name clk0 -period $clk_period

set non_clock_inputs [all_inputs -no_clocks]
set_input_delay [expr $clk_period * $clk_io_pct] -clock clk0 $non_clock_inputs
set_output_delay [expr $clk_period * $clk_io_pct] -clock clk0 [all_outputs]
</file>
<file path="./design.v">
module displayseg7 (SW, HEX0, HEX1);
	input logic [9:0] SW;
	output logic [6:0] HEX0, HEX1;
	logic [6:0] invHEX0, invHEX1;
	seg7 h0 (.bcd(SW[3:0]), .leds(invHEX0));
	seg7 h1 (.bcd(SW[7:4]), .leds(invHEX1));
	assign HEX0 = ~invHEX0;
	assign HEX1 = ~invHEX1;
endmodule
module seg7 (bcd, leds);
	input logic [3:0] bcd;
	output logic [6:0] leds;
	always_comb begin
		case (bcd)
			4'b0000: leds = 7'b0111111;  
			4'b0001: leds = 7'b0000110;  
			4'b0010: leds = 7'b1011011;  
			4'b0011: leds = 7'b1001111;  
			4'b0100: leds = 7'b1100110;  
			4'b0101: leds = 7'b1101101;  
			4'b0110: leds = 7'b1111101;  
			4'b0111: leds = 7'b0000111;  
			4'b1000: leds = 7'b1111111;  
			4'b1001: leds = 7'b1101111;  
			default: leds = 7'bX;
		endcase
	end
endmodule
</file>
<file path="./run.sh">
#!/bin/bash
# OpenROAD 26Q1-2900-gdf79404cd8, Yosys 0.63+post, stock flow scripts
make -C /OpenROAD-flow-scripts/flow DESIGN_CONFIG=/design/flow/config.mk WORK_HOME=/design/flow/orfs finish
</file>
==> results.ini <==
[power_and_ir_drop]
p_per_area_nw_per_um2=199
power_uw=144
ir_drop_mv=0.0616
p_leak_uw=0.000340

[floorplanning]
initial_utilization_pct=10.9
die_h_um=80
coreArea_um2=3420
fp.dieW_um=80
die_area_um2=6400
num_rows=21
ios=24

[finish]
utilization_pct=21.2
syn_to_final_growth_pct=94.3
layout-drive-gt1-share_pct=60.8
seq_area_um2=0
final_cells=120
fillers=397
postLayoutCellArea_um2=724
seq_cells=0
clockBufferCount=0

[routing]
ant_nets=0
vias=399
first_pass_iters=2
routed_wl_um=1120
antenna_cells=0
drc=0
dr.first_iter.drc_count=8
routedWlPerCell_um=9.33
via_per_inst=3.33

[sta]
rsz0062_at_grt=yes
setup_viol=0
clock.fmax_ghz=0.634
finalMaxSlewViolations=0
tightest_slew_ns=0.345
min_period_ns=1.58
slew_headroom_pct=77.0
min_period_over_period_pct=98.6
final_hold_viol_count=0

[synthesis]
ys_cells=46
synth_cell_types=17
synth_warnings=1
syn_area_um2=373
ys_area_um2=373
syn_inst=46
synth_seq_share_pct=0
syn_area_per_cell_um2=8.11

[grt]
grt_util_all_layers_pct=3.21
antenna_found_initial=0
grt_start_max_net_pins=9
grt_pass1_wl_um=1810
grt_pass1_vias=400
gr-total-overflow=0

[placed_design]
placed_cells=119
postPlaceCellArea_um2=689
io_buffers=22
dpl.hpwl_um=862
gp_congestion=0.793

[setup_path]
crit_arrival_ns=1.26
cp.required_ns=1.28
slowest_delay_ns=0.25
critPathKind=input pin to primary output
critical_path_peak_fanout=3
cp_cell_sequence=clkdlybuf4s15_2 > buf_4 > ha_1 > nand2b_1 > a21oi_1 > dlygate4sd2_1
crit_path_start_kind=input pin
slowest_stage=dlygate4sd2_1
end_kind=primary output

[run]
log.warning_count=43
cap_violations=0

[outcome]
outcome=completed

[clocking]
cts_hold_buf=0

[worst_hold_path]
hold_path.class=input pin to primary output

[layout make-up]
class / count / area (um^2) / share of cell area (%)
Inverter: 4 / 17.5 / 2.42
Multi-Input combinational cell: 39 / 415 / 57.3
Tap cell: 46 / 57.6 / 7.94
Timing Repair Buffer: 31 / 234 / 32.3
[final timing paths]
path / start / endpoint / depth (start not counted)
worst max-delay path: SW[4] / HEX1[0] / 6
worst min-delay path: SW[6] / HEX1[3] / 4
[critical path, delay by kind of cell]
family | cells | cell delay, ns
compound gates | 1 | 0.07
fa+ha+maj | 1 | 0.19
buf+inv | 3 | 0.59
simple gates | 1 | 0.08
[timing repair]
action                                  CTS  global route
pin swaps                                 5             3
cloned                                    0             0
endpoints found under the setup margin   14             6
buffers inserted                          0             1
resized                                  58            10
[per-layer routing]
layer  vias up  part of all wire, %  track usage [%]  routed length, um
li1        204                    -                -                  -
met1       173                   52             4.42                582
met2        22                   33             4.57                373
met3         0                   15             1.70                163
met4         0                    0                0                  0
met5         -                    0                0                  0
[layout by cell type, fill, tap and decap left out]
cell type | Yosys | final
nor2b_4 | 2 | 2
nor3_2 | 3 | 3
nand2_1 | 5 | 5
nor2b_2 | 2 | 2
nor3b_2 | 0 | 2
nand2b_4 | 0 | 1
buf_4 | 0 | 7
a21oi_2 | 0 | 1
ha_1 | 10 | 3
mux2i_1 | 1 | 1
ha_2 | 0 | 3
dlygate4sd2_1 | 0 | 10
nor2b_1 | 2 | 2
clkdlybuf4s15_1 | 0 | 1
o31ai_2 | 2 | 2
nor2_1 | 4 | 4
a211oi_2 | 1 | 1
buf_6 | 1 | 2
ha_4 | 0 | 4
nand2b_1 | 2 | 1
inv_4 | 0 | 1
nor3_1 | 1 | 1
buf_2 | 2 | 7
a21oi_1 | 2 | 1
clkbuf_2 | 0 | 3
inv_2 | 0 | 3
clkdlybuf4s15_2 | 0 | 1
[cell families (layout without fill, tap and decap cells)]
logic type	Yosys count	in the layout	synth area share, %
muxes	1	1	2.68
AOI/OAI and AO/OA	5	5	12.8
adders and majority gates	10	10	33.6
buffers and inverters	7	35	9.73
and+or+nand+nor	23	23	41.3
[stage by stage]
stage	setup slack, ns	hold slack, ns	TNS, ns
after floorplan	0.402	0.654	0
after global placement	-0.685	1.74	-7.89
after detailed placement	-0.660	1.73	-7.84
after CTS	0.00492	1.07	0
after global routing	-0.0411	1.09	-0.0693
final	0.0221	1.06	0
[report_power, final]
part	switching, uW	internal (uW)
clock	0	0
sequential	0	0
combinational	63.2	80.9
[synth_stat cells]
library cell,count,area [um^2]
nor2b_1,2,12.5
buf_2,2,10.0
nor3b_1,2,15.0
mux2i_1,1,10.0
a211oi_2,1,12.5
nand2_1,5,18.8
a21oi_1,2,10.0
nor2b_2,2,17.5
nor2_1,4,15.0
ha_1,10,125
inv_1,4,15.0
buf_6,1,11.3
nor2b_4,2,27.5
nor3_1,1,5.00
o31ai_2,2,25.0
nor3_2,3,30.0
nand2b_1,2,12.5
