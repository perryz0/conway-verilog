==> flow/design.v <==
module upcdisplay (HEX0, HEX1, HEX2, HEX3, HEX4, HEX5, SW);
	output logic [6:0] HEX0, HEX1, HEX2, HEX3, HEX4, HEX5;
	input logic [9:0] SW;
	logic [2:0] upc;
	assign upc[2:0] = SW[9:7];
	always_comb begin
		case (upc)
			3'b000: begin
				HEX5 = ~7'b1011010;
				HEX4 = ~7'b1011101;
				HEX3 = ~7'b1011101;
				HEX2 = ~7'b0001111;
				HEX1 = ~7'b1000000;
				HEX0 = ~7'b1000000;
				end
			3'b001: begin
				HEX5 = ~7'b0111001;
				HEX4 = ~7'b1011100;
				HEX3 = ~7'b1110001;
				HEX2 = ~7'b1110001;
				HEX1 = ~7'b1111001;
				HEX0 = ~7'b1111001;
				end
			3'b011: begin
				HEX5 = ~7'b1000110;
				HEX4 = ~7'b0001001;
				HEX3 = ~7'b0001001;
				HEX2 = ~7'b0001111;
				HEX1 = ~7'b0111111;
				HEX0 = ~7'b0000000;
				end
			3'b100: begin
				HEX5 = ~7'b0000000;
				HEX4 = ~7'b1111111;
				HEX3 = ~7'b1111111;
				HEX2 = ~7'b0000110;
				HEX1 = ~7'b0111111;
				HEX0 = ~7'b0000000;
				end
			3'b101: begin
				HEX5 = ~7'b1000110;
				HEX4 = ~7'b0001001;
				HEX3 = ~7'b0001001;
				HEX2 = ~7'b0001001;
				HEX1 = ~7'b1111001;
				HEX0 = ~7'b1001001;
				end
			3'b110: begin
				HEX5 = ~7'b1111100;
				HEX4 = ~7'b1110111;
				HEX3 = ~7'b1100110;
				HEX2 = ~7'b1111001;
				HEX1 = ~7'b1010000;
				HEX0 = ~7'b1010100;
				end
			default: begin
				HEX5 = 7'bX;
				HEX4 = 7'bX;
				HEX3 = 7'bX;
				HEX2 = 7'bX;
				HEX1 = 7'bX;
				HEX0 = 7'bX;
			end
		endcase
	end
endmodule
==> flow/run.sh <==
#!/bin/bash
# OpenROAD 26Q1-2900-gdf79404cd8, Yosys 0.63+post, stock flow scripts
make -C /OpenROAD-flow-scripts/flow DESIGN_CONFIG=/design/flow/config.mk WORK_HOME=/design/flow/orfs finish
==> flow/config.mk <==
export PLATFORM = sky130hd
export DESIGN_NAME = upcdisplay
export DESIGN_NICKNAME = upcdisplay
export VERILOG_FILES = /design/flow/design.v
export SDC_FILE = /design/flow/constraint.sdc
export NUM_CORES = 4
export LEC_CHECK = 1
export CORE_AREA = 10 10 70 70
export DIE_AREA = 0 0 80 80
==> flow/constraint.sdc <==
current_design upcdisplay

set clk_period 2.8
set clk_io_pct 0.2

create_clock -name clk0 -period $clk_period

set non_clock_inputs [all_inputs -no_clocks]
set_input_delay [expr $clk_period * $clk_io_pct] -clock clk0 $non_clock_inputs
set_output_delay [expr $clk_period * $clk_io_pct] -clock clk0 [all_outputs]
==> qor.rpt <==
RUN STATUS
--------------------------------------------------------------------------------------
Result of the run                                                         complete, no violations

POWER
--------------------------------------------------------------------------------------
Power consumption                                                               127 uW
Internal power contribution                                                    92.2 uW
Peak supply drop                                                               27.9 uV
Clock network fraction of design power                                              0%
P per Cell Area                                                            156 mW/mm^2
Switching power share of the total                                               27.7%
Net switching power                                                            35.3 uW
Portion of total power attributed to combinational logic                        100.0%
Reported leakage power                                                     0.000351 uW
Power share of the sequential group                                                 0%

FINAL TIMING
--------------------------------------------------------------------------------------
Setup repair after global routing missed its margin                              false
Crit share post-route                                                            95.1%
Final critical-path required period                                            2.66 ns
Final setup viols                                                                    0
Max Transition Viols Final                                                           0
Highest clock rate                                                             376 MHz
Hold violation total from the final report                                           0

DETAILED ROUTING
--------------------------------------------------------------------------------------
Number of vias in the routed layout                                                450
Ant. Diodes                                                                          0
Wire length reported by the detailed router                                    1.52 mm
Post-detailed-route via-to-cell ratio                                             3.24
Residual antenna-violating net count after detailed routing                          0
Starting DRT DRC Count                                                               5
Pre-antenna DRT Iters                                                                2
Number of DRC violations after detailed routing                                      0
Wire per inst                                                                  10.9 um

HOLD PATH
--------------------------------------------------------------------------------------
Worst hold path stage count                                                          4
HP Start                                                                         SW[8]
Destination of the worst hold path                                             HEX1[4]
Hold WC Path Type                                                         input port to output port

SYNTHESIS
--------------------------------------------------------------------------------------
# Cells Yosys                                                                       56
Seq/Total Area, Yosys                                                               0%
Cell types with the highest counts after synthesis                        sky130_fd_sc_hd__buf_4, sky130_fd_sc_hd__o21ai_0, sky130_fd_sc_hd__xnor2_1
Number of distinct standard cells referenced by the synthesized netlist             22
Top-area cell type share of the netlist area                                     32.9%
Number of standard cells after synthesis                                            56
Number of warnings reported in the yosys synthesis log                               1
Netlist Area Pre-Place                                                        365 um^2
Dominant cell by count in the synthesized netlist                         sky130_fd_sc_hd__buf_4
Area contributors post-synth                                              sky130_fd_sc_hd__buf_4, sky130_fd_sc_hd__xnor2_1, sky130_fd_sc_hd__o21ai_0
Chip area line of the yosys report                                            365 um^2
Yosys top cell by area                                                    sky130_fd_sc_hd__buf_4
Per-instance average area after synthesis                                    6.52 um^2

RUN
--------------------------------------------------------------------------------------
Tool warnings                                                                       39
Count of max-cap constraint violations                                               0

CTS
--------------------------------------------------------------------------------------
Hold_buf cts                                                                         0
Number of buffers inserted to repair setup after CTS                                 0

FLOORPLANNING
--------------------------------------------------------------------------------------
Area of the core                                                          0.00342 mm^2
I/O pin cnt                                                                         52
Overall die width                                                                80 um
Cell Rows                                                                           21
Die Size                                                                  0.00640 mm^2
Vertical die dimension                                                           80 um
Floorplan Utilization                                                            10.7%

GLOBAL ROUTE
--------------------------------------------------------------------------------------
Number of antenna violations at the first check in global routing                    0
GRT Util Overall                                                                 4.18%
Via count of the first global-routing pass                                         423
Largest net degree at the start of global routing                                    9
First-pass GRT wire length                                                     2.21 mm
GRT overflow                                                                         0

PLACED DESIGN
--------------------------------------------------------------------------------------
Weighted congestion reported at the end of routability-driven placement          0.740
Post-Place Cell Area                                                          812 um^2
Placed Cells incl. Taps                                                            139
Port-buffer cells                                                                   44
Half-perimeter wire length after detailed placement                            1.41 mm

FINISH
--------------------------------------------------------------------------------------
Non-filler instance count after layout                                             139
Number of fill cells in the layout                                                 386
Comb gate area                                                                200 um^2
Area of all sequential standard cells                                           0 um^2
Fraction of final layout cells with drive strength greater than 1                16.1%
Clock buffer instance count of the final layout                                      0
Post-route design area                                                        817 um^2
Layout Area Growth over Synthesis                                                 124%
Count of flip-flops and latches                                                      0
Final cell utilization of the core                                               23.9%

SETUP PATH
--------------------------------------------------------------------------------------
Arrival time worst endpoint                                                    2.10 ns
Worst Setup End Kind                                                       output port
Maximum fanout count along the critical path                                         6
Category of the most critical setup path                                  input port to output port
Worst endpoint required time                                                   2.24 ns
Type of origin of the critical path                                         input port

[metal layers]
| layer | global-route usage, % | routed length, um | up-vias |
|---|---|---|---|
| met3 | 2.61 | 259 | 0 |
| li1 | - | - | 236 |
| met2 | 7.62 | 726 | 21 |
| met1 | 4.15 | 534 | 193 |
| met5 | 0 | 0 | - |
| met4 | 0 | 0 | 0 |
[power groups by stage]
| stage | combinational, uW | clock [uW] | sequential [uW] |
|---|---|---|---|
| CTS | 133 | 0 | 0 |
| global route | 141 | 0 | 0 |
| finish | 127 | 0 | 0 |
[layout make-up]
| cell class | count | share of cell area, % |
|---|---|---|
| multi-input combinational | 32 | 24.5 |
| timing repair buffer | 56 | 65.5 |
| tap | 46 | 7.04 |
| inverter | 5 | 2.91 |
[metrics by stage]
stage / setup TNS [ns] / setup slack [ns] / hold WS [ns]
floorplan: 0 / 1.09 / 1.25
global placement: -0.00217 / -0.00142 / 2.25
detailed placement: -0.0554 / -0.0289 / 2.25
CTS: 0 / 0.00654 / 2.24
global route: 0 / 0.0412 / 1.95
finish: 0 / 0.139 / 1.89
[cells by family after synthesis]
family	Yosys count	synth area share, %
compound gates	12	19.2
xor+xnor	5	12.0
buf+inv	24	45.2
other cells	1	1.03
simple gates	14	22.6
[worst max-delay path by stage]
stage	start	end	cells after the start
4_1_cts	SW[8]	HEX4[6]	6
5_1_grt	SW[9]	HEX4[4]	5
6_report	SW[9]	HEX4[4]	5
[timing repair]
action	CTS	global route
gates resized	1	2
endpoints found under the setup margin	2	17
gates cloned	0	0
[critical path, stage by stage]
cell	delay (ns)
sky130_fd_sc_hd__clkdlybuf4s50_1	0.53
sky130_fd_sc_hd__buf_4	0.17
sky130_fd_sc_hd__xor2_1	0.14
sky130_fd_sc_hd__and2_1	0.20
sky130_fd_sc_hd__clkdlybuf4s50_1	0.49
[placed cells by master (no fill, tap or decap), types with 2 or more instances in the layout]
cell | netlist | layout
sky130_fd_sc_hd__clkdlybuf4s50_1 | 0 | 42
sky130_fd_sc_hd__buf_4 | 16 | 12
sky130_fd_sc_hd__o21ai_0 | 5 | 5
sky130_fd_sc_hd__xnor2_1 | 4 | 4
sky130_fd_sc_hd__nor2_1 | 3 | 3
sky130_fd_sc_hd__inv_1 | 3 | 3
sky130_fd_sc_hd__nand2_1 | 3 | 3
sky130_fd_sc_hd__a21oi_1 | 3 | 3
sky130_fd_sc_hd__nand3b_1 | 2 | 2
sky130_fd_sc_hd__o21a_1 | 2 | 2
sky130_fd_sc_hd__dlymetal6s2s_1 | 0 | 2
Power and IR drop assume default switching activity.
